==> design.v <==
module FIFO (
	input clock, reset_n, write_enable, read_enable,
	input [7:0] data_in,
	input [5:0] full_thres,
	output [7:0] data_out,
	output reg empty, reg full 
);
reg wr_en_mem;
reg [4:0]write_ptr;
always@(posedge clock)
	write_ptr <= reset_n ? wr_en_mem ? write_ptr + 1 : write_ptr : 0;
reg rd_en_mem;
reg [4:0]read_ptr;
always@(posedge clock)
	read_ptr <= reset_n ? rd_en_mem ? read_ptr + 1 : read_ptr : 0;
reg [5:0] fifo_cnt;
always@(posedge clock) begin
	fifo_cnt <= reset_n ? fifo_cnt + (wr_en_mem ? 1 : 0) + (rd_en_mem ? -1 : 0) : 0;
end
always@(*) begin
	empty = fifo_cnt == 0;
	full = fifo_cnt == full_thres;
	wr_en_mem = write_enable & ~full;
	rd_en_mem = read_enable & ~empty;
end
reg [7:0] mem [0:31];
always@(posedge clock) begin
	mem[write_ptr] <= wr_en_mem ? data_in : mem[write_ptr];
end
assign data_out = mem[read_ptr];	
endmodule
module TX_BAUD_GEN (
	input clock,
	input reset_n,
	input [1:0] baudrate_select,
	output tx_baud
);
reg [7:0] num;
reg w;
always@(posedge clock)
	num <= reset_n ? w ? 0 : num + 1 : 0;
always@(*)
case (baudrate_select)
	0: w = num[4];
	1: w = num[5];
	2: w = num[6];
	3: w = num[7];
	default: w = 1;
endcase
assign tx_baud = reset_n & w;
endmodule
module UART_TRANSMITTER (
	input clock_i, reset_n_i, data_write_i,
	input [7:0] data_i,
	input [5:0] data_buffer_full_thres_i,
	input [1:0] baudrate_select_i,
	output data_buffer_full_o,
	output uart_tx_o
);
wire [7:0] data;
wire fifo_empty, fifo_read;
FIFO dut_0 (
	.clock(clock_i),
	.reset_n(reset_n_i),
	.write_enable(data_write_i),
	.data_in(data_i),
	.full_thres(data_buffer_full_thres_i),
	.full(data_buffer_full_o),
	.data_out(data),
	.empty(fifo_empty),
	.read_enable(fifo_read)
);
wire tx_baud;
TX_BAUD_GEN dut_1 (
	.clock(clock_i),
	.reset_n(reset_n_i),
	.baudrate_select(baudrate_select_i),
	.tx_baud(tx_baud)
);
UART_TX dut_2 (
	.clock(clock_i),
	.reset_n(reset_n_i),
	.tx_start(~fifo_empty),
	.tx_baud(tx_baud),
	.data_in(data),
	.tx(uart_tx_o),
	.tx_done(fifo_read)
);
endmodule
module UART_TX (
	input clock, reset_n, tx_start, tx_baud, 
	input [7:0] data_in,
	output reg tx_done, reg tx
); 
localparam STATE_IDLE = 2'b00;
localparam STATE_START = 2'b01;
localparam STATE_DATA = 2'b10;
localparam STATE_STOP = 2'b11;
reg [1:0] state, state_next;
always@(posedge clock)
	state <= reset_n ? state_next : STATE_IDLE;
reg [4:0] bit_counter;
always@(posedge clock)
	bit_counter <= tx_baud ? state == STATE_IDLE ? 0 : bit_counter + (state == STATE_DATA) : bit_counter;
always@(*) begin
	state_next = state;
	case (state)
		STATE_IDLE: state_next = tx_start & tx_baud ? STATE_START : STATE_IDLE;
		STATE_START: state_next = tx_baud ? STATE_DATA : STATE_START;
		STATE_DATA: state_next = bit_counter == 8 & tx_baud ? STATE_STOP : STATE_DATA;
		STATE_STOP: state_next = tx_baud ? STATE_IDLE : STATE_STOP;
	endcase
end
reg [8:0] aux;
always@(*) begin
	tx_done = 0;
	if (state == STATE_IDLE)
		tx = 1;
	else if (state == STATE_START)
		tx = 0;
	else if (state == STATE_DATA) begin
		aux = {^data_in, data_in};
		tx = aux[bit_counter];
		end
	else begin
		tx_done = tx_baud;
		tx = 1;
	end
end
endmodule
==> run.sh <==
#!/bin/bash
# OpenROAD 26Q1-2900-gdf79404cd8, Yosys 0.63+post, stock flow scripts
make -C /OpenROAD-flow-scripts/flow DESIGN_CONFIG=/design/flow/config.mk WORK_HOME=/design/flow/orfs finish
==> config.mk <==
export PLATFORM = sky130hd
export DESIGN_NAME = UART_TRANSMITTER
export DESIGN_NICKNAME = UART_TRANSMITTER
export VERILOG_FILES = /design/flow/design.v
export SDC_FILE = /design/flow/constraint.sdc
export NUM_CORES = 4
export LEC_CHECK = 1
export CORE_UTILIZATION = 40
export SYNTH_HDL_FRONTEND = slang
==> constraint.sdc <==
current_design UART_TRANSMITTER

set clk_period 7.3
set clk_io_pct 0.2

create_clock -name clk0 -period $clk_period [get_ports {clock_i}]

set non_clock_inputs [all_inputs -no_clocks]
set_input_delay [expr $clk_period * $clk_io_pct] -clock clk0 $non_clock_inputs
set_output_delay [expr $clk_period * $clk_io_pct] -clock clk0 [all_outputs]
==> impl_metrics.toml <==
# yosys + openroad results
[outcome]
status = "finished clean"

[logic_synthesis]
yosysSeqAreaShare_pct = 70.1
yosysUniqueCellTypes = 57
enable_flop_cells = 261
ys_area_um2 = 12100
area_leaders = "edfxtp_1, mux4_2, dfxtp_1"
syn_area_per_cell_um2 = 16.7
syn_inst = 726
largest_area_cell = "edfxtp_1"
synth_async_sr_flop_share_pct = 0
syn_area_um2 = 12100
yosys_most_used_dff = "edfxtp_1"
ys_cells = 726
numSynthFlops = 294
synth.top_cell.area_share_pct = 64.7
synth_warnings = 0

[layout]
regArea_um2 = 8500
layout_top_cell = "edfxtp_1"
syn_to_final_growth_pct = 14.8
drive_gt1_share_pct = 15.5
mostFrequentLayoutCells = "edfxtp_1, nor2_1, mux2i_1, mux4_2"
logic_area_um2 = 3350
utilization_pct = 46.8
n_fill_cell = 2404

[worst_setup_path]
cpMostUsedCell = "xnor3_1"
crit_path_max_incr_delay_ns = 0.75
worstPathArrival_ns = 4.33
path_buffers = 2
crit_chain = "buf_4, mux4_1, mux2i_1, o221a_2, a21oi_1, xor2_1, xnor3_1, xnor3_1, o211ai_2, clkdlybuf4s50_1"
start_kind = "flip-flop"
required_ns = 5.84
cp_top_family = "buffers and inverters"
crit_fanout = 24
endpoint_kind = "primary output"
worstReg2RegStart = "dut_0.fifo_cnt[0]"
slowest_stage = "dfxtp_2"
path_class = "flip-flop to primary output"

[detailed_routing]
drtPass1Iterations = 5
routed_wl_mm = 26.9
via_count = 6477
drc = 0
avgViaCountPerCell = 5.44
num_antenna_cells = 0
postRouteAntennaNets = 0
wl_per_cell_um = 22.6
drt_iter0_drc = 429

[global_route]
grt_pass1_wl_mm = 41.3
grt_max_degree = 39
first_global_vias = 7060
track_usage_pct = 19.8
grt_overflow_total = 0
antenna_found_initial = 0

[power_and_ir_drop]
peakVddDrop_uv = 158
power.switching_mw = 0.683
clockPowerShare_pct = 44.7
p_per_area_nw_per_um2 = 253
power_leakage_nw = 4.47
switching_share_pct = 19.4
power_mw = 3.52
pwr-share-comb_pct = 2.9
p_int_mw = 2.84
seqPwrFrac_pct = 52.4

[sta]
finalCriticalPeriod_ns = 5.79
worst_slew_pin_slew_ns = 1.02
max_slew_margin_pct = 31.6
finalSetupViolCount = 0
fin_setup_tns_ns = 0
final_hold_viol_count = 0
period_used_pct = 79.3
skew_ns = 0.0239
fmax_ghz = 0.173
slew_violations = 0
rsz0062_at_grt = "no"

[placement]
portBuffers = 20
dp_hpwl_mm = 18.0
gp_congestion = 0.942

[cts]
clk_pin_slew_ns = 0.06
clk_latency_ns = 0.56
htree_levels = 1
tritoncts = "yes"
cts_made_buffers = 30
root_buffer = "clkbuf_16"
clock_tree.buffer_depth = 3
numClockSinks = 294
cts_hold_buf = 0
post_cts_resize_count = 0
post-cts-setup-buffer-count = 0

[flow_run]
maxCapViolations = 0
warnings = 28

[floorplanning]
core_um2 = 29700
die_x_um = 176
die-area_um2 = 31000
fp-row-count = 63
die_h_um = 176
fp-utilization_pct = 40.8
io-pin-count = 21

[worst_hold_path]
hold_start = "dut_1.num[7]"
holdCritPathClass = "flip-flop to flip-flop"
metrics by stage:
stage | area [µm²] | hold slack, ns | instances | worst slack, ns
6_report | 13900 | 0.462 | 1190 | 1.51
5_1_grt | 13900 | 0.497 | 1190 | 1.21
4_1_cts | 13900 | 0.467 | 1190 | 1.42
3_5_place_dp | 12900 | 0.454 | 1135 | 2.00
3_3_place_gp | 12900 | 0.436 | 1135 | 2.02
2_1_floorplan | 12100 | 0.426 | 726 | 3.16
cell usage after synthesis (all sizes together) (17+ instances only):
cell    number
inv         18
buf         19
edfxtp     261
nand2       21
nor2        60
mux2i       56
mux4        40
nand3       18
and2        17
dfxtp       33
layer usage:
layer / up-vias / global-route usage (%) / share of wire (%)
li1: 2957 / - / -
met1: 3128 / 25.7 / 37
met5: - / 0 / 0
met4: 0 / 3.95 / 2.2
met3: 39 / 12.8 / 14
met2: 353 / 29.3 / 47
worst register-to-register path, delay by kind of cell (launching register included):
kind	cells	cell delay [ns]
AOI/OAI and AO/OA	5	0.98
and+or+nand+nor	4	0.88
adders and majority gates	1	0.42
DFF	1	0.35
buffers and inverters	1	0.20
xor gates and xnor gates	1	0.09
power by group through the flow:
stage / sequential (mW) / combinational, mW / clock [mW]
6_report: 1.85 / 0.103 / 1.57
4_1_cts: 1.85 / 0.105 / 1.60
5_1_grt: 1.85 / 0.114 / 1.67
state kept, by name, summed over array words and instances (netlist names), named ones only:
signal / cells
dut_0.write_ptr: 5
dut_0.fifo_cnt: 6
dut_2.bit_counter: 5
dut_2.state: 4
dut_1.num: 8
dut_0.read_ptr: 5
dut_0.mem: 256
final timing paths:
path | depth (start not counted) | slack [ns] | end
setup / recovery | 10 | 1.51 | uart_tx_o
setup reg to reg | 12 | 4.29 | dut_0.fifo_cnt[5]
hold reg to reg | 2 | 0.46 | dut_1.num[7]
hold / removal | 2 | 0.46 | dut_1.num[7]
final cells by class:
| type | instances | area share, % |
|---|---|---|
| multi-input cells | 379 | 24.1 |
| repair buffers | 53 | 3.22 |
| clock inverters | 15 | 1.11 |
| inverters | 19 | 0.513 |
| flip-flops and latches | 294 | 61.1 |
| well taps | 390 | 3.51 |
| clock buffers | 40 | 6.41 |
kinds of logic (layout without fill, tap and decap cells):
kind of cell	after synthesis	count (layout)	share of synthesized area, %
adder cells (fa/ha/maj)	14	14	1.57
flip-flops	294	294	70.1
XOR/XNOR	32	32	2.54
multiplexers	96	96	12.2
AND-OR/OR-AND	80	80	4.87
buffers and inverters	53	127	2.19
AND/OR/NAND/NOR	157	157	6.44
Power is estimated from default activity; no workload was simulated.
